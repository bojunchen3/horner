`config.mk`:
```
export PLATFORM = sky130hd
export DESIGN_NAME = mul_q16
export DESIGN_NICKNAME = mul_q16
export VERILOG_FILES = /design/flow/design.v
export SDC_FILE = /design/flow/constraint.sdc
export NUM_CORES = 4
export LEC_CHECK = 1
export CORE_UTILIZATION = 50
```
`constraint.sdc`:
```
current_design mul_q16

set clk_period 28.2
set clk_io_pct 0.2

create_clock -name clk0 -period $clk_period

set non_clock_inputs [all_inputs -no_clocks]
set_input_delay [expr $clk_period * $clk_io_pct] -clock clk0 $non_clock_inputs
set_output_delay [expr $clk_period * $clk_io_pct] -clock clk0 [all_outputs]
```
`design.v`:
```
module mul_q16(
  input  wire signed [31:0] a,
  input  wire signed [31:0] b,   
  output wire signed [31:0] y    
);
  wire signed [63:0] prod = $signed(a) * $signed(b);
  assign y = prod >>> 16;
endmodule
```
`run.sh`:
```
#!/bin/bash
# OpenROAD 26Q1-2900-gdf79404cd8, Yosys 0.63+post, stock flow scripts
make -C /OpenROAD-flow-scripts/flow DESIGN_CONFIG=/design/flow/config.mk WORK_HOME=/design/flow/orfs finish
```
==> results.json <==
{
  "syn_to_final_growth_pct": 5.83,
  "finalCritPeriodShare": 0.700,
  "dr.pass1.iters": 5,
  "fp-utilization": 0.510,
  "core-area_um2": 56700,
  "layout.cells.most_common": "fa_1",
  "grt_first_pass_wirelength_um": 122000,
  "cpLargestDelayFamily": "adder cells",
  "worstPathRequired_ns": 22.56,
  "drc": 0,
  "tightest_slew_ns": 0.932,
  "grt_max_degree": 34,
  "status": "finished, final reports clean",
  "seqCellArea_um2": 0,
  "die_area_um2": 58800,
  "cp-start-kind": "primary input",
  "synth_warnings": 0,
  "finalHoldViolations": 0,
  "wl_per_cell_um": 18.8,
  "slew_viol_final": 0,
  "gr-usage-all-layers": 0.291,
  "drv_cap": 0,
  "rsz0062_at_grt": "false",
  "lay_top_cells": "fa_1 (838), inv_1 (790), and2_1 (461)",
  "fmax_mhz": 50.7,
  "logic_family": "adder cells",
  "ys_seq_frac": 0,
  "cp-end-kind": "output port",
  "syn-cell-area_um2": 28900,
  "crit_fanout": 32,
  "ys_sh_xor": 0.0212,
  "clkbuf_count": 0,
  "synth.distinct_cells": 54,
  "cts_setup_buffers": 0,
  "dp_hpwl_um": 59300,
  "worst_ep_arrival_time_ns": 14.10,
  "worstSetupPathType": "primary input to output port",
  "port_buffers": 96,
  "warnings": 32,
  "yosys_area_um2": 28900,
  "antenna_found_initial": 0,
  "setup_viol": 0,
  "worst-path-buf-inv": 8,
  "synth.avg_cell_area_um2": 9.20,
  "drt-initial-drc-count": 656,
  "postCtsHoldBufs": 0,
  "ys_cells": 3140,
  "yosys.area_share.simple": 0.173,
  "via_per_inst": 5.11,
  "combGateArea_um2": 25300,
  "grt_pass1_vias": 22500,
  "grt-ovfl-total": 0,
  "synthAdderAreaFrac": 0.651,
  "std_cell_rows": 87,
  "slowest_delay_ns": 0.56,
  "insertedDiodeCount": 0,
  "tns_ns": 0,
  "ant_nets": 0,
  "num_vias": 19800,
  "totalWireLength_um": 72900,
  "ys_sh_aoi": 0.0283,
  "pin_count": 96,
  "ff_count": 0,
  "layout_min_cycle_time_ns": 19.74,
  "num-fill-cells": 4883,
  "drive_gt1_frac": 0.0243,
  "worstSetupStartpoint": "b[8]",
  "syn_inst": 3140,
  "cp_common_cell": "fa_1",
  "synthMuxAreaShare": 0.000346,
  "place_congestion": 0.912,
  "min_path_type": "primary input to output port",
  "die_x_um": 242,
  "min_from": "b[1]",
  "cpMaxStageDelayCell": "fa_1",
  "slew_headroom": 0.372,
  "die_y_um": 242,
  "postCtsResizedCells": 0
}
## per-layer routing
layer / GRT usage / up-vias / wire length [µm]
li1: - / 8824 / -
met1: 0.428 / 10100 / 28900
met2: 0.427 / 789 / 33900
met3: 0.140 / 72 / 8340
met4: 0.0516 / 0 / 1750
met5: 0 / - / 0
## synth_stat cells (2+ instances only)
| cell type | count | share of area |
|---|---|---|
| fa_1 | 838 | 0.58 |
| inv_1 | 790 | 0.10 |
| and2_1 | 461 | 0.10 |
| nand2_1 | 450 | 0.058 |
| clkbuf_1 | 167 | 0.022 |
| ha_1 | 163 | 0.071 |
| xnor2_1 | 52 | 0.016 |
| a21oi_1 | 37 | 0.0064 |
| o21ai_0 | 20 | 0.0035 |
| xor2_1 | 18 | 0.0055 |
| a21o_1 | 16 | 0.0042 |
| nor2_1 | 14 | 0.0018 |
| nor2b_1 | 13 | 0.0028 |
| nand2b_1 | 12 | 0.0026 |
| nor3_1 | 10 | 0.0017 |
| nand3_1 | 9 | 0.0016 |
| a211oi_1 | 8 | 0.0021 |
| a31oi_1 | 6 | 0.0013 |
| o2111ai_1 | 4 | 0.0012 |
| o21a_1 | 4 | 0.0010 |
| buf_6 | 3 | 0.0012 |
| nand4_1 | 3 | 0.00065 |
| o21bai_1 | 3 | 0.00078 |
| a211o_1 | 2 | 0.00061 |
| a21oi_2 | 2 | 0.00061 |
| and3_1 | 2 | 0.00043 |
| and4_1 | 2 | 0.00061 |
| buf_4 | 2 | 0.00052 |
| nand4b_1 | 2 | 0.00061 |
| o311ai_2 | 2 | 0.0011 |
| o41ai_1 | 2 | 0.00061 |
## final timing paths
path  endpoint  slack, ns  cells past startpoint
max      y[29]       8.46                     27
min       y[2]      13.19                      8
## per-stage QoR
stage,hold WS (ns),cells,utilization,cell area [µm²],worst slack (ns)
global route,13.28,3880,0.539,30600,8.07
finish,13.19,3880,0.539,30600,8.46
global placement,13.21,3880,0.539,30600,8.43
CTS,13.22,3880,0.539,30600,8.42
floorplan,11.72,3140,-,28900,10.41
detailed placement,13.20,3880,0.539,30600,8.44
## cells by family after synthesis
family / count (synthesis)
AOI/OAI and AO/OA: 120
muxes: 1
adders and majority gates: 1001
xor gates and xnor gates: 70
buffers and inverters: 963
and+or+nand+nor: 985
## cell type report
type / count / share of cell area
Timing Repair Buffer: 157 / 0.0464
Inverter: 790 / 0.0970
Tap cell: 756 / 0.0309
Multi-Input combinational cell: 2177 / 0.826
